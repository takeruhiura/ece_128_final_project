==> design/flow/design.v <==
`timescale 1ns / 1ps
module and_mod(
    input [3:0] a,
    input [3:0] b,
    output [7:0] result
);
    assign result = {4'b0, a & b};
endmodule
`timescale 1ns / 1ps
module anode_generator(clk,bcd_in,seg_anode,bcd_out
);
    input clk;
    input [15:0] bcd_in;
    output reg [3:0] seg_anode;
    output reg [6:0] bcd_out;
    reg [9:0] g_count=0;
    reg [3:0] anode = 4'b1110;
    always @(posedge clk)
        begin
        g_count <= g_count + 1;
        if (g_count == 1023) begin
            g_count <= 0;
            anode <= {anode[0], anode[3:1]};
        end
        seg_anode <= anode;
        case(anode)
            4'b1110: bcd_out <= bcd_in[3:0];
            4'b1101: bcd_out <= bcd_in[7:4];
            4'b1011: bcd_out <= bcd_in[11:8];
            4'b0111: bcd_out <= bcd_in[15:12];
            default: bcd_out <= 4'b1111;
        endcase
    end
    initial begin
        seg_anode=4'b1110;
    end
endmodule
`timescale 1ns / 1ps
module calculator(
    input clk,
    input rst,
    input [3:0] a,
    input [3:0] b,
    input [2:0] op,
    input button_press,              
    output reg [7:0] output_val,
    output reg done
);
    wire [7:0] add_val, sub_val, mult_val, div_val, and_val, or_val, xor_val, not_val;
    four_bit_fa add(.A1(a), .B1(b),.S1_f(add_val));
    sub_mod sub(.a(a), .b(b),.result(sub_val));
    combinational_mult mult(.a(a), .b(b),.p(mult_val));
    divider_mod div(.dividend(a), .divisor(b), .quotient(div_val));
    and_mod and_op(.a(a), .b(b), .result(and_val));
    or_mod or_op(.a(a), .b(b), .result(or_val));
    xor_mod xor_op(.a(a), .b(b), .result(xor_val));
    not_mod not_op(.a(a), .result(not_val));
    reg [2:0] state;
    parameter IDLE = 3'b000;
    parameter SETUP = 3'b001;
    parameter DONE = 3'b010;
    always @(posedge clk) begin
        if (rst) begin
            state <= IDLE;
            output_val <= 8'b0;
            done <= 0;
        end else begin
            case (state)
                IDLE: begin
                    done <= 0;
                    if (button_press) begin
                        state <= SETUP;
                    end
                end
                SETUP: begin
                    case (op)
                        3'b000: output_val <= add_val;      
                        3'b001: output_val <= sub_val;     
                        3'b010: output_val <= mult_val;    
                        3'b011: output_val <= div_val;  
                        3'b100: output_val <= and_val;
                        3'b101: output_val <= or_val;     
                        3'b110: output_val <= xor_val;   
                        3'b111: output_val <= not_val;    
                    endcase
                    done <= 1;
                    state <= DONE;
                end
                DONE: begin
                    if (!button_press) begin
                        state <= IDLE;
                        done <= 0;
                    end
                end
            endcase
        end
    end
endmodule
`timescale 1ns / 1ps
module combinational_mult(
    input [3:0] a,
    input [3:0] b,
    output [7:0] p
);
    wire [3:0] m0;
    wire [3:0] m1;
    wire [3:0] m2;
    wire [3:0] m3;
    wire [7:0] s1, s2, s3;
    assign m0 = {4{b[0]}} & a;
    assign m1 = {4{b[1]}} & a;
    assign m2 = {4{b[2]}} & a;
    assign m3 = {4{b[3]}} & a;
    assign s1 = m0 + (m1 << 1);
    assign s2 = s1 + (m2 << 2);
    assign s3 = s2 + (m3 << 3);
    assign p = s3;
endmodule
`timescale 1ns / 1ps
module debouncer(
    input wire RAW,
    input wire clk, output reg CLEAN
);
reg RAW_sync;
reg RAW_pipe;
reg[2:0] counter;
wire TC;
always @(posedge clk) begin
    {RAW_sync, RAW_pipe} <= {RAW_pipe, RAW};
    if(~RAW_sync) 
        counter <= 3'b000;
    else
        counter <= counter + 3'b001;
end
assign TC = (counter == 3'b111);
always @ (posedge clk) begin
    if(~RAW_sync)
        CLEAN <= 1'b0;
    else if (TC)
        CLEAN <= 1'b1;
    end
 endmodule
`timescale 1ns / 1ps
module divider_mod(
    input [3:0] dividend,
    input [3:0] divisor,
    output [7:0] quotient
);
    assign quotient = {4'b0, dividend / divisor};
endmodule
`timescale 1ns / 1ps
module double_dabble(
input clk,
input en,
input [11:0] bin_d_in,
output [15:0] bcd_d_out,
output rdy
    );
    parameter IDLE=3'b000;
    parameter SETUP=3'b001;
    parameter ADD=3'b010;
    parameter SHIFT=3'b011;
    parameter DONE=3'b100;
    reg [27:0] bcd_data=0;
    reg [2:0] state=0;
    reg busy=0;
    reg [3:0] sh_counter=0;
    reg [1:0] add_counter=0;
    reg result_rdy=0;
    always @(posedge clk)
        begin
        case(state)
            IDLE:
                begin
                    result_rdy<=0;
                    busy<=0;
                    if(en == 1)
                        state<= SETUP;
                end
            SETUP:
                begin
                busy<=1;
                bcd_data <= {16'b0, bin_d_in};  
                sh_counter <= 0;
                add_counter <= 0;
                state<=ADD;
                end
            ADD:
                begin
                case(add_counter)
                    0:
                        begin
                            if(bcd_data[15:12] >= 5)
                                bcd_data[15:12] <= bcd_data[15:12] + 3;
                            add_counter <= add_counter + 1;
                        end
                    1:
                        begin
                            if(bcd_data[19:16] >= 5)
                                bcd_data[19:16] <= bcd_data[19:16] + 3;
                            add_counter <= add_counter + 1;
                        end
                    2:
                        begin
                            if(bcd_data[23:20] >= 5)
                                bcd_data[23:20] <= bcd_data[23:20] + 3;
                            add_counter <= add_counter + 1;
                        end
                    3:
                        begin
                            if(bcd_data[27:24] >= 5)
                                bcd_data[27:24] <= bcd_data[27:24] + 3;
                            add_counter <= 0;
                            state <= SHIFT;
                        end
                    endcase
                end
            SHIFT:
                begin
                sh_counter<=sh_counter+1;
                bcd_data<=bcd_data<<1;
                if(sh_counter >= 11)
                    begin
                        state<=DONE;
                        result_rdy<=1;
                    end
                else
                    begin
                        state<=ADD;
                    end
                end
            DONE:
                begin
                result_rdy<=1;
                state<=IDLE;
                end
            default:
                begin
                state<=IDLE;
                end
            endcase
        end
    assign bcd_d_out=bcd_data[27:12];
    assign rdy=result_rdy;
endmodule
`timescale 1ns / 1ps
module four_bit_fa(A1,B1,S1_f);
input [3:0] A1,B1;
output [7:0] S1_f;
wire Cin1;
wire cout0, cout1, cout2, cout3;
wire [3:0] S1;
assign Cin1=1'b0;
one_bit_fa FA0(.A(A1[0]),.B(B1[0]),.Cin(Cin1),.S(S1[0]),.Cout(cout0));
one_bit_fa FA1(.A(A1[1]),.B(B1[1]),.Cin(cout0),.S(S1[1]),.Cout(cout1));
one_bit_fa FA2(.A(A1[2]),.B(B1[2]),.Cin(cout1),.S(S1[2]),.Cout(cout2));
one_bit_fa FA3(.A(A1[3]),.B(B1[3]),.Cin(cout2),.S(S1[3]),.Cout(cout3));
assign S1_f = {3'b0, cout3, S1};
endmodule
`timescale 1ns / 1ps
module multiseg_driver(
input clk,
input [15:0] bcd_in,
output [3:0] seg_anode,
output [6:0] seg_cathode
);
wire [3:0] bcd_val;
anode_generator AG(.clk(clk),.bcd_in(bcd_in),.seg_anode(seg_anode),.bcd_out(bcd_val));
seven_seg_decoder SSD(.data_in(bcd_val),.seg(seg_cathode));
endmodule;
`timescale 1ns / 1ps
module not_mod(
    input [3:0] a,
    output [7:0] result
);
    assign result = {4'b0, ~a};
endmodule
`timescale 1ns / 1ps
module one_bit_fa(A,B,Cin,S,Cout);
input A,B,Cin;
output S,Cout;
assign S=(A^B)^Cin;
assign Cout=(A&B)|((A^B)&Cin);
endmodule
`timescale 1ns / 1ps
module or_mod(
    input [3:0] a,
    input [3:0] b,
    output [7:0] result
);
    assign result = {4'b0, a | b};
endmodule
`timescale 1ns / 1ps
module seven_seg_decoder(
input [3:0] data_in,
output reg [6:0] seg
    );
always @*
    begin
        case (data_in)
            0:seg=7'b1000000;
            1:seg=7'b1111001;
            2:seg=7'b0100100;
            3:seg=7'b0110000;
            4:seg=7'b0011001;
            5:seg=7'b0010010;
            6:seg=7'b0000010;
            7:seg=7'b1111000;
            8:seg=7'b0000000;
            9:seg=7'b0010000;
            default: seg=7'b1111111;
        endcase
    end
endmodule
`timescale 1ns / 1ps
module sub_mod(
    input [3:0] a,
    input [3:0] b,
    output [7:0] result
);
    wire [3:0] b_complement;
    wire [3:0] difference; 
    assign b_complement = ~b + 1;
    four_bit_fa subtractor_adder(
        .A1(a),
        .B1(b_complement),
        .S1_f(difference)  
    );
    assign result = {4'b0, difference};  
endmodule
`timescale 1ns / 1ps
module top_module(
    input mclk,            
    input [15:0] sw,        
    input rst,               
    input press,               
    output [6:0] seg,           
    output [3:0] an 
);
    wire [3:0] a = sw[3:0];  
    wire [3:0] b = sw[7:4];   
    wire [2:0] op = sw[15:13];     
    wire clean;
    reg press_status;
    debouncer button_debouncer(
        .RAW(press),
        .clk(mclk),
        .CLEAN(clean)
    );
    always @(posedge mclk) begin
        if (rst)
            press_status <= 0;
        else
            press_status <= clean;
    end
    wire [7:0] calc_result;
    wire calc_done;
    reg [3:0] a_val, b_val;
    reg [2:0] op_val;
    always @(posedge mclk) begin
        if (rst) begin
            a_val <= 4'b0;
            b_val <= 4'b0;
            op_val <= 3'b0;
        end else if (clean && !press_status) begin
            a_val <= a;
            b_val <= b;
            op_val <= op;
        end 
    end
    calculator calculator(
        .clk(mclk),
        .rst(rst),
        .a(a_val),
        .b(b_val),
        .op(op_val),
        .button_press(clean && !press_status),
        .output_val(calc_result),
        .done(calc_done)
    );
    wire [15:0] bcd_result;
    wire bcd_ready;
    reg enable;
    reg [15:0] bcd_d_out;
    reg [2:0] state;
    parameter IDLE = 3'b000;
    parameter SETUP = 3'b001;
    parameter DONE = 3'b010;
    always @(posedge mclk) begin
        if (rst) begin
            enable <= 0;
            state <= IDLE;
            bcd_d_out <= 16'b0;
        end else begin
            case (state)
                IDLE: begin
                    if (calc_done) begin
                        enable <= 1;
                        state <= SETUP;
                    end
                end
                SETUP: begin
                    enable <= 0;
                    if (bcd_ready) begin
                        bcd_d_out <= bcd_result;
                        state <= DONE;
                    end
                end
                DONE: begin
                    if (clean && !press_status) begin
                        state <= IDLE;
                    end
                end
            endcase
        end
    end
    double_dabble dd(
        .clk(mclk),
        .en(enable),
        .bin_d_in({4'b0, calc_result}),
        .bcd_d_out(bcd_result),
        .rdy(bcd_ready)
    );
    multiseg_driver ssd(
        .clk(mclk),
        .bcd_in(bcd_d_out),
        .seg_anode(an),
        .seg_cathode(seg)
    );
endmodule
`timescale 1ns / 1ps
module xor_mod(
    input [3:0] a,
    input [3:0] b,
    output [7:0] result
);
    assign result = {4'b0, a ^ b};
endmodule
==> design/flow/run.sh <==
#!/bin/bash
# OpenROAD 26Q1-2900-gdf79404cd8, Yosys 0.63+post, stock flow scripts
make -C /OpenROAD-flow-scripts/flow DESIGN_CONFIG=/design/flow/config.mk WORK_HOME=/design/flow/orfs finish
==> design/flow/config.mk <==
export PLATFORM = sky130hd
export DESIGN_NAME = top_module
export DESIGN_NICKNAME = top_module
export VERILOG_FILES = /design/flow/design.v
export SDC_FILE = /design/flow/constraint.sdc
export NUM_CORES = 4
export LEC_CHECK = 1
export CORE_UTILIZATION = 30
export SYNTH_HDL_FRONTEND = slang
==> design/flow/constraint.sdc <==
current_design top_module

set clk_period 4.4
set clk_io_pct 0.2

create_clock -name clk0 -period $clk_period [get_ports {mclk}]

set non_clock_inputs [all_inputs -no_clocks]
set_input_delay [expr $clk_period * $clk_io_pct] -clock clk0 $non_clock_inputs
set_output_delay [expr $clk_period * $clk_io_pct] -clock clk0 [all_outputs]
==> metrics.txt <==
# HELP chip_impl_metric Flow report values
# TYPE chip_impl_metric gauge
chip_impl_info{name="run_status",value="complete, no violations"} 1
chip_impl_metric{name="maximum_level_of_the_cts_h_tree",unit=""} 4
chip_impl_metric{name="final_critical_path_setup_slack",unit="ns"} 0.443
chip_impl_metric{name="fin_cells",unit=""} 958
chip_impl_metric{name="clkSlewWorstSetupHoldPaths",unit="ns"} 0.06
chip_impl_metric{name="timing_hold_violations_final",unit=""} 0
chip_impl_metric{name="placement.cell_area",unit="sq mm"} 0.00662
chip_impl_metric{name="sw_frac_of_total",unit="%"} 27.8
chip_impl_info{name="synth_area_leader_cell",value="sky130_fd_sc_hd__dfxtp_1"} 1
chip_impl_metric{name="power_switching",unit="mW"} 1.00
chip_impl_info{name="end_kind",value="register"} 1
chip_impl_metric{name="area_growth_syn_to_layout",unit="%"} 18.4
chip_impl_metric{name="ys_warnings",unit=""} 0
chip_impl_metric{name="mappedNetlistArea",unit="sq mm"} 0.00613
chip_impl_metric{name="setup_viol",unit=""} 0
chip_impl_metric{name="final_layout_size_suffix_gt1_share",unit="%"} 6.93
chip_impl_metric{name="routabilityCongestion",unit=""} 0.877
chip_impl_info{name="worstPathCellList",value="nor3_1 -> a21oi_1 -> a21oi_1 -> ha_1 -> o21a_1 -> o211ai_1 -> mux2_2 -> ha_1 -> o21ai_0 -> a21oi_2 -> mux2_2 -> ha_1 -> o21ai_0 -> nand2_1 -> o211ai_1 -> a211oi_1"} 1
chip_impl_metric{name="critical_path.max_fanout",unit=""} 9
chip_impl_metric{name="final-max-slew-violation-count",unit=""} 0
chip_impl_metric{name="power.static_leakage",unit="nW"} 2.90
chip_impl_metric{name="critical_path_arrival",unit="ns"} 4.28
chip_impl_metric{name="fp_util",unit="%"} 31.0
chip_impl_metric{name="gr-total-overflow",unit=""} 0
chip_impl_metric{name="first_global_vias",unit=""} 4388
chip_impl_metric{name="detail_route.antenna_diodes",unit=""} 0
chip_impl_metric{name="timing.clock.skew",unit="ns"} 0.00915
chip_impl_metric{name="synth_cell_type_count",unit=""} 56
chip_impl_metric{name="clock_sinks",unit=""} 113
chip_impl_metric{name="vias_per_cell",unit=""} 4.70
chip_impl_info{name="tritoncts",value="built"} 1
chip_impl_metric{name="p_int",unit="mW"} 2.59
chip_impl_metric{name="detail_route.wl_per_cell",unit="um"} 12.1
chip_impl_info{name="netlist.top_cell.by_instances",value="sky130_fd_sc_hd__nand2_1"} 1
chip_impl_metric{name="worstSkewPairLatency",unit="ns"} 0.41
chip_impl_metric{name="timing.max_cap.violations",unit=""} 0
chip_impl_metric{name="via_count",unit=""} 4502
chip_impl_metric{name="power_per_cell_area",unit="mW/mm^2"} 495
chip_impl_metric{name="worst-path-buf-inv",unit=""} 0
chip_impl_metric{name="grt_max_degree",unit=""} 27
chip_impl_metric{name="global_route_wire_length_before_repair",unit="mm"} 20.3
chip_impl_info{name="synthTopCellsByArea",value="sky130_fd_sc_hd__dfxtp_1, sky130_fd_sc_hd__edfxtp_1, sky130_fd_sc_hd__ha_1, sky130_fd_sc_hd__nand2_1, sky130_fd_sc_hd__a21oi_1"} 1
chip_impl_metric{name="synth_chip_area",unit="sq mm"} 0.00613
chip_impl_metric{name="width_of_the_die",unit="um"} 145
chip_impl_metric{name="chip_area",unit="sq mm"} 0.0210
chip_impl_metric{name="postCtsHoldBufs",unit=""} 0
chip_impl_metric{name="core.rowCount",unit=""} 51
chip_impl_metric{name="tightestPinTransition",unit="ns"} 0.721
chip_impl_metric{name="synth-seq-cells",unit=""} 113
chip_impl_metric{name="avgSynthCellArea",unit="sq um"} 9.26
chip_impl_info{name="rsz0062_at_grt",value="no"} 1
chip_impl_metric{name="dp_cells",unit=""} 926
chip_impl_info{name="cpLargestDelayFamily",value="AND-OR/OR-AND gates"} 1
chip_impl_info{name="setup.worst_path.class",value="reg -> reg"} 1
chip_impl_info{name="regToRegStartpoint",value="b_val[2]"} 1
chip_impl_metric{name="critical_path.max_stage_delay",unit="ns"} 0.42
chip_impl_metric{name="timing.reg2reg.setup_slack",unit="ns"} 0.44
chip_impl_metric{name="edf_count",unit=""} 42
chip_impl_metric{name="antenna_found_initial",unit=""} 0
chip_impl_metric{name="boundaryPins",unit=""} 30
chip_impl_info{name="worst_setup_path_endpoint",value="calculator.output_val[0]"} 1
chip_impl_info{name="timing.rr.end",value="calculator.output_val[0]"} 1
chip_impl_metric{name="core-area",unit="sq mm"} 0.0198
chip_impl_metric{name="seq_power_share",unit="%"} 42.7
chip_impl_info{name="path_common_cell",value="sky130_fd_sc_hd__ha_1"} 1
chip_impl_metric{name="cts.path.max_buffers",unit=""} 2
chip_impl_metric{name="r2r_cells",unit=""} 16
chip_impl_metric{name="cts_inserted_buffers",unit=""} 17
chip_impl_metric{name="drt_pass_1_iters",unit=""} 4
chip_impl_metric{name="portBuffers",unit=""} 24
chip_impl_metric{name="fin_tns_setup",unit="ns"} 0
chip_impl_metric{name="fin_crit_sh",unit="%"} 89.9
chip_impl_info{name="cp_max_delay_cell",value="sky130_fd_sc_hd__dfxtp_1"} 1
chip_impl_metric{name="fin_hold_ws",unit="ns"} 0.324
chip_impl_metric{name="dieHeight",unit="um"} 145
chip_impl_metric{name="cp_num_cells",unit=""} 16
chip_impl_info{name="ys.flop_type",value="sky130_fd_sc_hd__dfxtp_1"} 1
chip_impl_metric{name="power.ir.vdd_worst",unit="mV"} 0.304
chip_impl_metric{name="warning_count",unit=""} 50
chip_impl_metric{name="netlist_instances",unit=""} 662
chip_impl_metric{name="fraction_of_synthesized_cell_area_taken_by_the_top_area_cell_type",unit="%"} 23.2
chip_impl_info{name="most_used_standard_cells_in_the_synthesized_netlist",value="sky130_fd_sc_hd__nand2_1, sky130_fd_sc_hd__dfxtp_1, sky130_fd_sc_hd__ha_1"} 1
chip_impl_metric{name="finalWorstPathRequiredPeriod",unit="ns"} 3.96
chip_impl_metric{name="max_clock_freq",unit="MHz"} 253
chip_impl_metric{name="dp.final_hpwl",unit="mm"} 7.87
chip_impl_metric{name="detail_route.wirelength",unit="mm"} 11.6
chip_impl_metric{name="drtAntennaViolNets",unit=""} 0
chip_impl_metric{name="globalRouteTotalUtil",unit="%"} 11.8
chip_impl_metric{name="detailed_router_s_first_iteration_violation_count",unit=""} 205
chip_impl_metric{name="power.combinational.fraction",unit="%"} 16.2
chip_impl_metric{name="req_time_crit_path",unit="ns"} 4.72
chip_impl_metric{name="dp_slack",unit="ns"} 0.328
chip_impl_metric{name="yosys_cells",unit=""} 662
chip_impl_metric{name="drc_errors",unit=""} 0
chip_impl_metric{name="seq_total_area_yosys",unit="%"} 43.7
chip_impl_info{name="hold_path_class",value="reg -> reg"} 1
chip_impl_metric{name="postLayoutCellArea",unit="sq mm"} 0.00726
chip_impl_info{name="cts_root_cell",value="sky130_fd_sc_hd__clkbuf_16"} 1
chip_impl_info{name="critical_path_source",value="b_val[2]"} 1
chip_impl_metric{name="power_frac_clock",unit="%"} 41.0
chip_impl_info{name="setup.worst_path.start_class",value="register"} 1
chip_impl_metric{name="max_slew_margin",unit="%"} 51.8
chip_impl_metric{name="synth-async-reset-ratio",unit="%"} 0
## per-stage QoR
stage,power (mW),util [%]
2_1_floorplan,1.97,-
3_3_place_gp,2.14,33.5
3_5_place_dp,2.14,33.5
4_1_cts,3.63,36.7
5_1_grt,3.80,36.7
6_report,3.59,36.7
## power by group through the flow
stage / combinational (mW) / clock [mW] / sequential [mW]
after CTS: 0.591 / 1.50 / 1.53
after global routing: 0.679 / 1.56 / 1.56
final: 0.583 / 1.47 / 1.54
## placed cells by master (no fill, tap or decap), types with 3 or more instances in the layout
cell type                         instances
sky130_fd_sc_hd__a211oi_1                 5
sky130_fd_sc_hd__a21o_1                   8
sky130_fd_sc_hd__a21oi_1                 52
sky130_fd_sc_hd__a311oi_1                 3
sky130_fd_sc_hd__a31oi_1                  7
sky130_fd_sc_hd__and2_1                  12
sky130_fd_sc_hd__and3_1                   5
sky130_fd_sc_hd__buf_4                    6
sky130_fd_sc_hd__bufinv_16                5
sky130_fd_sc_hd__clkbuf_16               17
sky130_fd_sc_hd__clkdlybuf4s50_1         24
sky130_fd_sc_hd__clkinv_2                 3
sky130_fd_sc_hd__clkinvlp_4               4
sky130_fd_sc_hd__dfxtp_1                 71
sky130_fd_sc_hd__edfxtp_1                42
sky130_fd_sc_hd__fa_1                     9
sky130_fd_sc_hd__ha_1                    54
sky130_fd_sc_hd__inv_1                   45
sky130_fd_sc_hd__mux2_2                   4
sky130_fd_sc_hd__mux2i_1                  6
sky130_fd_sc_hd__nand2_1                112
sky130_fd_sc_hd__nand2b_1                 9
sky130_fd_sc_hd__nand3_1                  8
sky130_fd_sc_hd__nand3b_1                10
sky130_fd_sc_hd__nor2_1                  44
sky130_fd_sc_hd__nor2b_1                  9
sky130_fd_sc_hd__nor3_1                   8
sky130_fd_sc_hd__nor3b_1                  4
sky130_fd_sc_hd__o211ai_1                 4
sky130_fd_sc_hd__o21a_1                   4
sky130_fd_sc_hd__o21ai_0                 27
sky130_fd_sc_hd__o22ai_1                  9
sky130_fd_sc_hd__xnor2_1                 13
sky130_fd_sc_hd__xor2_1                  13
## sequential cells by signal, summed over array words and instances, names as in the netlist, 4 cells and up
register and count:
a_val 4, calculator.output_val 8, bcd_d_out 16, ssd.SSD.seg 7, ssd.AG.anode 4, dd.sh_counter 4, ssd.AG.g_count 10, dd.bcd_data 28
ssd.AG.seg_anode 4, b_val 4
## area by class of cell
type	count	area [sq um]
clock inverters	15	214
inverters	45	169
fillers	1991	12500
flip-flops and latches	113	2680
well taps	265	332
clock buffers	17	425
repair buffers	30	285
multi-input cells	473	3160
## cells by family (layout without fill, tap and decap cells)
group / after synthesis / after routing / share of synthesized area, %
buffers and inverters: 76 / 107 / 4.86
flip-flops: 113 / 113 / 43.7
multiplexers: 10 / 10 / 1.71
XOR/XNOR: 26 / 26 / 3.71
AND-OR/OR-AND: 142 / 142 / 14.3
adder cells (fa/ha/maj): 63 / 63 / 14.0
AND/OR/NAND/NOR: 232 / 232 / 17.8
## worst reg2reg max path, stage by stage, from the launching register on
cell	delay (ns)
sky130_fd_sc_hd__dfxtp_1	0.42
sky130_fd_sc_hd__nor3_1	0.30
sky130_fd_sc_hd__a21oi_1	0.12
sky130_fd_sc_hd__a21oi_1	0.19
sky130_fd_sc_hd__ha_1	0.28
sky130_fd_sc_hd__o21a_1	0.12
sky130_fd_sc_hd__o211ai_1	0.28
sky130_fd_sc_hd__mux2_2	0.40
sky130_fd_sc_hd__ha_1	0.30
sky130_fd_sc_hd__o21ai_0	0.11
sky130_fd_sc_hd__a21oi_2	0.27
sky130_fd_sc_hd__mux2_2	0.38
sky130_fd_sc_hd__ha_1	0.27
sky130_fd_sc_hd__o21ai_0	0.08
sky130_fd_sc_hd__nand2_1	0.06
sky130_fd_sc_hd__o211ai_1	0.07
sky130_fd_sc_hd__a211oi_1	0.22
## repair_timing
item,in CTS,in global routing
endpoints found under the setup margin,0,1
resized,0,1
endpoints found under the hold margin,0,0
buffers inserted,0,0
## worst min-delay path by stage
stage,to,slack [ns],cells past startpoint,startpoint
4_1_cts,button_debouncer.RAW_sync,0.33,0,button_debouncer.RAW_pipe
5_1_grt,button_debouncer.RAW_sync,0.33,0,button_debouncer.RAW_pipe
6_report,button_debouncer.RAW_sync,0.32,0,button_debouncer.RAW_pipe
## layer usage
layer | up-vias | routed length (um) | GRT usage (%)
met5 | - | 0 | 0
met3 | 12 | 460 | 2.66
li1 | 2316 | - | -
met2 | 73 | 5200 | 18.1
met4 | 0 | 159 | 2.34
met1 | 2101 | 5760 | 17.7
No activity file was given, so power comes from the tool's default toggle rates.
